[flow/constraint.sdc]
current_design combinational_logic

set clk_period 1.3
set clk_io_pct 0.2

create_clock -name clk0 -period $clk_period

set non_clock_inputs [all_inputs -no_clocks]
set_input_delay [expr $clk_period * $clk_io_pct] -clock clk0 $non_clock_inputs
set_output_delay [expr $clk_period * $clk_io_pct] -clock clk0 [all_outputs]
[flow/config.mk]
export PLATFORM = sky130hd
export DESIGN_NAME = combinational_logic
export DESIGN_NICKNAME = combinational_logic
export VERILOG_FILES = /design/flow/design.v
export SDC_FILE = /design/flow/constraint.sdc
export NUM_CORES = 4
export LEC_CHECK = 1
export CORE_AREA = 10 10 113 113
export DIE_AREA = 0 0 123 123
[flow/run.sh]
#!/bin/bash
# OpenROAD 26Q1-2900-gdf79404cd8, Yosys 0.63+post, stock flow scripts
make -C /OpenROAD-flow-scripts/flow DESIGN_CONFIG=/design/flow/config.mk WORK_HOME=/design/flow/orfs finish
[flow/design.v]
module combinational_logic (
  input logic         task0_a,
  input logic         task0_b,
  output logic        task0_z,
  input logic [31:0]  task1_a,
  input logic [31:0]  task1_b,
  input logic         task1_s,
  output logic [31:0] task1_z,
  input logic [31:0]  task2_a,
  input logic [31:0]  task2_b,
  input logic [31:0]  task2_c,
  input logic [31:0]  task2_d,
  input logic [1:0]   task2_s,
  output logic [31:0] task2_z,
  input logic [7:0]   task3_in,
  output logic [3:0]  task3_out
);
  always_comb begin
    task3_out = '0;
    unique case (task3_in)
      8'h01: task3_out = 3'd0;
      8'h02: task3_out = 3'd1;
      8'h04: task3_out = 3'd2;
      8'h08: task3_out = 3'd3;
      8'h10: task3_out = 3'd4;
      8'h20: task3_out = 3'd5;
      8'h80: task3_out = 3'd6;
      default: task3_out = '0;
    endcase
  end
endmodule : combinational_logic
==> flow_summary.toml <==
# implementation run metrics
[floorplanning]
core.rowCount = 37
num_io_pins = 274
dieWidth_um = 123
design.core.area_sq_um = 10320
die_h_um = 123
fp-utilization_pct = 5.781
die_area_sq_um = 15130

[placed_design]
dp_hpwl_mm = 1.299
place_congestion = 0.5911
io_buffers = 11
place_area_sq_um = 625.6

[setup_path]
cp_slowest_cell = "clkdlybuf4s15_2"
cp.required_ns = 1.04
worst-path-max-fanout = 2
cp_cell_sequence = "clkdlybuf4s15_2, nor3_4, o2111a_1, buf_2"
critPathLaunchType = "primary input"
critPathKind = "in -> out"
cp_top_family = "buffers and inverters"
crit_buf_inv = 2
crit_path_end_kind = "primary output"
critical-path-max-stage-delay_ns = 0.21
arrival_ns = 0.97

[clock_tree]
postCtsHoldBufs = 0

[logic_synthesis]
ys_top_logic_family = "buffers and inverters"
synth_area_sq_um = 596.8
synthAoiAreaFrac_pct = 8.176
yosysCellCount = 81
ys_sh_simple_pct = 3.145
top_area_share_pct = 83.02
yosys_warnings = 66
syn_avg_cell_area_sq_um = 7.368
synth.largest_area_cell = "buf_4"
synth_cells = 81
yosys-mux-area-fraction_pct = 0
synth_chip_area_sq_um = 596.8
yosysUniqueCellTypes = 9
ys_seq_share_pct = 0
fa_ha_area_share_pct = 0
ys_sh_xor_pct = 4.403
synthTopCellsByArea = "buf_4 83%, o2111a_1 5.7%, xor2_1 4.4%"

[sta]
whs_ns = 0.9145
final-hold-violation-count = 0
rsz0062_at_grt = "false"
setup_viol = 0
slew_viol_final = 0
fmax_ghz = 0.8135
timing.final.crit_share_pct = 94.56
finalCriticalPeriod_ns = 1.229

[worst_hold_path]
hold_depth = 4
hp-start = "task3_in[6]"
hold_end = "task3_out[0]"
hold_class = "in -> out"

[global_route]
overflow = 0
antenna_found_initial = 0
grt_first_pass_wirelength_mm = 1.883
grt_usage_pct = 1.427
grt_max_degree = 6
first_global_vias = 492

[finish]
clock_buffers = 0
most-common-layout-cells = "66 x conb_1, 6 x buf_2, 3 x xor2_1, 3 x o2111a_1"
seqCellArea_sq_um = 0
n_fill_cell = 1204
flops = 0
fin_area_sq_um = 603.1
syn_to_final_growth_pct = 1.048
final_common_cell = "conb_1"
drive_above_1_share_pct = 12.09

[power]
p_seq_share_pct = 0
comb_power_share_pct = 100.0
p_clk_share_pct = 0
switching_share_pct = 63.92
ir_drop_mv = 0.01839
p_switching_mw = 0.03659
powerDensity_nw_per_um2 = 94.93
p_leak_nw = 0.3083
power.internal_mw = 0.02066

[routing]
drt_wl_total_mm = 1.353
firstDrtPassIters = 1
drc = 0
drt_iter0_markers = 0
ant_nets = 0
wire_per_inst_um = 5.960
antenna_cells = 0
routed-via-count = 335
vias_per_cell = 1.476

[outcome]
outcome = "completed"

[run]
maxCapViolCount = 0
warnings = 229
## metrics by stage
stage                     utilization (%)  setup TNS (ns)  power, mW  cells  worst slack, ns
after detailed placement            6.060          -2.150    0.06691    227          -0.7369
after global placement              6.060          -2.141    0.06811    227          -0.7225
final                               5.842               0    0.05725    227          0.07068
after CTS                           5.999               0    0.06286    227         0.006278
after floorplan                         -               0     0.1533    146           0.3632
after global routing                5.842               0    0.07480    227         0.005787
## area by class of cell
| type | count | area, sq um | area share [%] |
|---|---|---|---|
| Tap cell | 136 | 170.2 | 28.22 |
| Multi-Input combinational cell | 79 | 359.1 | 59.54 |
| Timing Repair Buffer | 11 | 70.07 | 11.62 |
| Inverter | 1 | 3.754 | 0.6224 |
## cell families (layout without fill, tap and decap cells)
| group | Yosys count | after routing |
|---|---|---|
| AND/OR/NAND/NOR | 4 | 4 |
| other | 1 | 66 |
| buffers and inverters | 67 | 12 |
| AND-OR/OR-AND | 6 | 6 |
| XOR/XNOR | 3 | 3 |
## worst max-delay path by stage
| stage | from | endpoint | slack, ns | depth (start not counted) |
|---|---|---|---|---|
| CTS | task3_in[0] | task3_out[0] | 0.006 | 4 |
| finish | task3_in[0] | task3_out[1] | 0.07 | 4 |
| global route | task3_in[0] | task3_out[1] | 0.006 | 4 |
## per-layer routing
metal	GRT usage [%]	vias up	share of wire, %
met4	0	0	0
met1	1.826	137	46
met2	2.041	54	38
li1	-	144	-
met5	0	-	0
met3	1.018	0	15
## worst min-delay path, delay by kind of cell
family | cells | cell delay [ns]
AOI/OAI and AO/OA | 1 | 0.11
buffers and inverters | 2 | 0.23
and+or+nand+nor | 1 | 0.05
## cell usage after synthesis, drive strengths merged
cell type / instances
buf: 66
nor4: 1
o2111a: 3
nor2: 2
xor2: 3
o21ai: 3
conb: 1
inv: 1
nor3: 1
## power groups by stage
stage         Clock (mW)  Combinational (mW)  Sequential, mW
finish                 0              0.0573               0
CTS                    0              0.0629               0
global route           0              0.0748               0
## timing repair
action	CTS	global route
setup buffers	0	0
gates resized	31	9
setup endpoints to repair	3	3
pin swaps	5	4
No activity file was given, so power comes from the tool's default toggle rates.
